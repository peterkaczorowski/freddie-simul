==> ./constraint.sdc <==
current_design freddie

set clk_period 2.0
set clk_io_pct 0.2

create_clock -name clk0 -period $clk_period [get_ports {clk_in}]

set non_clock_inputs [all_inputs -no_clocks]
set_input_delay [expr $clk_period * $clk_io_pct] -clock clk0 $non_clock_inputs
set_output_delay [expr $clk_period * $clk_io_pct] -clock clk0 [all_outputs]
==> ./design.v <==
module freddie (
    input  wire        clk_in,
    input  wire        rst,
    input  wire        extsel,
    input  wire        casinh,
    input  wire        phi2,
    input  wire        rw,
    input  wire [15:0] a,
    output reg         clk_out,
    output reg         osc,
    output reg         ras,
    output reg         cas,
    output reg         w,
    output reg [7:0]   ba
);
reg        neg_clk;
reg [2:0]  fcount;
reg        mpy;
reg        l_rw;
always @(posedge clk_in or negedge rst) begin
    if (!rst)
        fcount <= 3'b000;
    else begin
        fcount[0] <= (~fcount[2] & ~fcount[1] & ~phi2) | (fcount[2] & fcount[1] & phi2);
        fcount[1] <= (~fcount[2] & fcount[0] & ~phi2) |
                     (~fcount[2] & fcount[1] & ~fcount[0] & ~phi2) |
                     (fcount[2] & fcount[1] & ~fcount[0] & phi2);
        fcount[2] <= (~fcount[2] & fcount[1] & ~fcount[0] & ~phi2) |
                     (fcount[2] & fcount[1] & ~fcount[0] & phi2) |
                     (fcount[2] & fcount[0] & phi2);
    end
end
always @(posedge neg_clk or negedge rst) begin
    if (!rst) begin
        ras   <= 1'b1;
        l_rw  <= 1'b1;
    end else begin
        if (fcount == 3'b000 || fcount == 3'b001 || fcount == 3'b011)
            ras <= 1'b1;
        else
            ras <= 1'b0;
        if (fcount == 3'b010)
            l_rw <= rw;
    end
end
always @(*) begin
    neg_clk = ~clk_in;
    clk_out = neg_clk;
    osc = (fcount[2:1] == 2'b00 || fcount[2:1] == 2'b11) ? 1'b1 : 1'b0;
    mpy = (fcount == 3'b001 || fcount == 3'b011 || fcount == 3'b010) ? 1'b0 : 1'b1;
    ba[0] = (mpy == 1'b0) ? a[0] : a[8];
    ba[1] = (mpy == 1'b0) ? a[1] : a[9];
    ba[2] = (mpy == 1'b0) ? a[2] : a[10];
    ba[3] = (mpy == 1'b0) ? a[3] : a[11];
    ba[4] = (mpy == 1'b0) ? a[4] : a[12];
    ba[5] = (mpy == 1'b0) ? a[5] : a[13];
    ba[6] = (mpy == 1'b0) ? a[6] : a[14];
    ba[7] = (mpy == 1'b0) ? a[7] : a[15];
    w = (fcount == 3'b001 || fcount == 3'b011 || (fcount == 3'b010 && neg_clk == 1'b0)) ? rw : l_rw;
    cas = (extsel == 1'b0 || casinh == 1'b0 || fcount == 3'b011 || fcount == 3'b010 || fcount == 3'b110 ||
           (l_rw == 1'b1 && fcount == 3'b001) || (l_rw == 1'b0 && fcount == 3'b111) ||
           (l_rw == 1'b0 && fcount == 3'b001 && neg_clk == 1'b1) ||
           (l_rw == 1'b0 && fcount == 3'b101 && neg_clk == 1'b0)) ? 1'b1 : 1'b0;
end
endmodule
==> ./config.mk <==
export PLATFORM = sky130hd
export DESIGN_NAME = freddie
export DESIGN_NICKNAME = freddie
export VERILOG_FILES = /design/flow/design.v
export SDC_FILE = /design/flow/constraint.sdc
export NUM_CORES = 4
export LEC_CHECK = 1
export CORE_AREA = 10 10 70 70
export DIE_AREA = 0 0 80 80
==> ./run.sh <==
#!/bin/bash
# OpenROAD 26Q1-2900-gdf79404cd8, Yosys 0.63+post, stock flow scripts
make -C /OpenROAD-flow-scripts/flow DESIGN_CONFIG=/design/flow/config.mk WORK_HOME=/design/flow/orfs finish
==> results_slide.txt <==
Key Metrics from the Run

Setup path
  – Critical Path RT: 1.60 ns
  – Worst r2r path cells: 3
  – Reg-to-Reg Start: fcount[1]
  – Crit-path cells: buf_4 -> buf_6 -> mux2_4 -> buf_6
  – Crit Path Max Fanout: 3
  – Worst R2R End: l_rw
  – Crit path launch: l_rw
  – CP Capture Type: output port
  – Most used cell, CP: buf_6
  – WS Path Type: reg -> out
  – R2R setup slack: -0.10 ns
  – Crit start category: flop
  – Sum of buffers and inverters on the critical path: 3
  – Cell count along the critical path: 4
  – Max stage delay on crit path: 0.38 ns
  – Top delay family on crit path: flip-flops
  – CP endpoint: w
  – Worst path slowest cell: dfstp_2
  – Worst path arrival time: around 2.2 ns

Yosys
  – Syn Std Cell Area: 419 um^2
  – Main flop type: dfrtp_1
  – Yosys warns: 1
  – Yosys cell count: 39
  – Post-synth EDFFs: 0
  – FFs w/ async S/R, synth: 100%
  – YS chip area: ~420 um^2
  – Synth flops: 5
  – Synth cell types: 20
  – Post-Syn Instances: 39
  – Mapped Avg Cell Area: 10.7 um^2
  – Sequential-to-total area share from yosys stat: 30.4%
  – Largest cells by area: mux2_2 30%, dfrtp_1 18%, dfstp_2 13%
  – Synth area leader: mux2_2
  – Max-area cell share: 29.6%

Global routing
  – Global Route Usage Sum: 5.72%
  – Number of global-route vias before repair: 820
  – Initial antenna violation count: 0
  – First-pass GRT wire length: between 2 and 3 mm
  – Largest net degree at the start of global routing: 7
  – Total gr overflow: 0

Clock tree
  – Clock slew at reported path FFs: approximately 0.060 ns
  – CTS tree: done
  – Clk latency late pin: 0.30 ns
  – CTS Hold Buffers Added: 0

Drt
  – DRC viols: 0
  – WL per Instance: 11.8 um
  – Final wirelength: 1.80 mm
  – ANT nets after route: 0
  – Via count: approximately 580
  – Drt initial violations: 33
  – Vias per cell: 3.77
  – # diodes: 0
  – Pre-antenna DRT Iters: 2

STA
  – Relative slew slack: 84.8%
  – Slew Viols, Final: 0
  – Worst-Margin Slew: 0.221 ns
  – RSZ-0062 raised after global routing: true
  – Hold Fails Final Rpt: 0
  – Clock Skews: 0.0576 ns
  – Worst Slack Setup Final: -0.638 ns
  – Setup violations, final: 11

Pwr
  – Total power: ~0.0018 W
  – Leakage: 0.549 nW
  – VDD IR max: 402 uV
  – Pwr/cell area: approximately 1500 nW/um^2

Layout
  – Cell area after layout: 1160 um^2
  – Layout cells sized above 1: between 60% and 70%
  – Commonest Layout Cell: clkdlybuf4s50_1
  – Final Util: 34.0%
  – Most frequent cells in the layout: 21 x clkdlybuf4s50_1, 13 x buf_4, 11 x buf_6, 10 x mux2_4, 9 x buf_2
  – Area delta synth->final: 177%

Hold path
  – Hold crit path type: in -> async

Die
  – Rows: 21
  – Chip width: 80 um
  – Core area: 3420 um^2
  – Chip Area: roughly 6400 um^2
  – Number of I/O pins: 35
  – Fp util: 12.3%
  – DIE HEIGHT: about 80 um

Placed design
  – Post-DP Area: 870 um^2
  – DP Wirelength: 1.33 mm
  – # port buffers: 34
  – Final Wtd Congestion: 0.801

Run status
  – Failing checks: negative setup slack
  – Status: finished, violations left

Run
  – Tool warnings: 38
  – Max Cap Violations: 0
-- cells by family after synthesis --
| kind of cell | share of synthesized area [%] |
|---|---|
| compound gates | 15.2 |
| fa+ha+maj | 8.96 |
| buf+inv | 4.77 |
| flops | 30.4 |
| mux | 31.9 |
| simple gates | 8.66 |
-- repair_timing --
action / in CTS / in global routing
setup endpoints to repair: 18 / 13
resized: 62 / 14
setup buffers: 14 / 10
pin swaps: 2 / 4
-- area by class of cell --
class | instances | area [um^2]
Multi-Input combinational cell | 29 | 338
Sequential cell | 5 | 129
Timing Repair Buffer | 49 | 447
Clock buffer | 17 | 164
Tap cell | 46 | 57.6
Clock inverter | 4 | 15.0
Fill cell | 341 | 2250
Inverter | 3 | 11.3
-- sequential cells by signal (all words and copies together) (netlist names) --
signal,flops
ras,1
l_rw,1
fcount,3
-- power by group --
group          switching (W)  internal, W
logic               0.000243     0.000502
registers          0.0000437     0.000156
clock network       0.000225     0.000585
total               0.000512      0.00124
-- per-layer routing --
metal | up-vias | share of wire (%) | track usage (%)
met5 | - | 0 | 0
met4 | 0 | 1.4 | 4.75
met3 | 5 | 20 | 6.70
met2 | 37 | 43 | 7.22
met1 | 259 | 36 | 4.70
li1 | 276 | - | -
-- Yosys cell counts, drive strengths merged (2+ instances only) --
master,n
nor2,3
o21ai,2
dfrtp,3
mux2,11
inv,4
ha,3
dfstp,2
-- per-stage QoR --
| step | hold WS (ns) | instances | TNS, ns | setup WS (ns) |
|---|---|---|---|---|
| 2_1_floorplan | 0.104 | 39 | -0.223 | -0.133 |
| 3_3_place_gp | 0.638 | 125 | -1.72 | -0.674 |
| 3_5_place_dp | 0.642 | 125 | -1.71 | -0.677 |
| 4_1_cts | 0.422 | 150 | -3.02 | -0.690 |
| 5_1_grt | 0.446 | 153 | -3.29 | -0.721 |
| 6_report | 0.441 | 153 | -2.37 | -0.638 |
-- worst min-delay path by stage --
stage,from,end,slack [ns],depth (start not counted)
after CTS,rst,fcount[1],0.42,2
after global routing,rst,fcount[1],0.45,2
final,rst,fcount[1],0.44,2
No activity file was given, so power comes from the tool's default toggle rates.
